## design.v

```verilog
module project_DSP#(
	parameter A0REG = 0, 
	parameter A1REG = 1, 
	parameter B0REG = 0, 
	parameter B1REG = 1,
	parameter CREG = 1, 
	parameter DREG = 1, 
	parameter MREG = 1, 
	parameter PREG = 1, 
	parameter CARRYINREG = 1, 
	parameter CARRYOUTREG = 1, 
	parameter OPMODEREG = 1,
	parameter CARRYINSEL = "OPMODE5", 
	parameter B_INPUT="DIRECT", 
	parameter RSTTYPE="SYNC")(
	input [17:0]A,B,D,BCIN,		 
	input [47:0]C,PCIN, 
	input CARRYIN,
	input RSTA,RSTB,RSTM,RSTP,RSTC,RSTD,RSTCARRYIN,RSTOPMODE, 	 
	input CEA,CEB,CEM,CEP,CEC,CED,CECARRYIN,CEOPMODE,			 
	input clk,			 
	input [7:0]OPMODE,
	output reg [17:0]BCOUT,	 
	output reg [47:0]PCOUT,  
	output 	[47:0]P,
	output reg [35:0]M,
	output reg CARRYOUT,
	output reg CARRYOUTF);
reg cyi_in;
reg [17:0]out_b,in_b1_reg,add_sub,outZ;
reg [47:0]in_m_reg,inx3,in_p,outX;
wire [47:0]out_muxCYO,out_regCYO,out_muxp,out_p,out_muxM,out_regM,out_muxC,out_regC;
wire [7:0]out_reg_opmode,OPMODE_m;
wire [17:0]out_muxA1,out_regA1,out_regB1,out_muxB1,out_regD,out_muxD,out_regB,out_muxB,out_regA,out_muxA;
wire out_regCYI,out_muxCYI;
reg_to_mux #(.sel_reg(OPMODEREG),.size(8),.RSTTYPE("SYNC")) OPMODE_REG(OPMODE,CEOPMODE,clk,RSTOPMODE,out_reg_opmode,OPMODE_m);
reg_to_mux  #(.sel_reg(DREG ),.size(18),.RSTTYPE("SYNC")) D_REG(D,CED,clk,RSTD,out_regD,out_muxD);
reg_to_mux  #(.sel_reg(B0REG),.size(18),.RSTTYPE("SYNC")) B0_REG(out_b,CEB,clk,RSTB,out_regB,out_muxB);
reg_to_mux  #(.sel_reg(A0REG),.size(18),.RSTTYPE("SYNC")) A0_REG(A,CEA,clk,RSTA,out_regA,out_muxA);
reg_to_mux #(.sel_reg(CREG ),.size(48),.RSTTYPE("SYNC")) C_REG(C,CEC,clk,RSTC,out_regC,out_muxC);
reg_to_mux  #(.sel_reg(B1REG),.size(18),.RSTTYPE("SYNC")) B1_REG(in_b1_reg,CEB,clk,RSTB,out_muxB1,out_regB1);
reg_to_mux  #(.sel_reg(A1REG),.size(18),.RSTTYPE("SYNC")) A1_REG(out_muxA ,CEA,clk,RSTA,out_muxA1,out_regA1);
reg_to_mux  #(.sel_reg(MREG),.size(48),.RSTTYPE("SYNC")	) M_REG(in_m_reg,CEM,clk,RSTM,out_muxM,out_regM);
reg_to_mux #(.sel_reg(CARRYINREG),.size(1),.RSTTYPE("SYNC")) CYI(cyi_in ,CECARRYIN,clk,RSTCARRYIN,out_muxCYI,out_regCYI);
reg_to_mux  #(.sel_reg(CARRYOUTREG),.size(48),.RSTTYPE("SYNC")) CYO(in_p ,CEOPMODE,clk,RSTCARRYIN,out_muxCYO,out_regCYO);
reg_to_mux  #(.sel_reg(PREG),.size(48),.RSTTYPE("SYNC")) P_REG(in_p ,CEP,clk,RSTP,P,out_p);
always @(*) out_b = (B_INPUT=="DIRECT")?B:(B_INPUT=="CASCADE")?BCIN:0;	
always @(*) begin			
			if(OPMODE_m[6])
				add_sub = out_muxD - out_muxB;
			else
				add_sub = out_muxD + out_muxB;
end
always @(*) in_b1_reg =(OPMODE_m[4])?add_sub:out_muxB;
always @(*) BCOUT=out_muxB1;
always @(*) in_m_reg = out_regA1 * out_regB1;
always @(*) M = out_muxM; 
always @(*) begin
			if(CARRYINSEL =="OPMODE5")
					cyi_in = OPMODE_m[5];
			else if(CARRYINSEL =="CARRYIN") 
					cyi_in =CARRYIN;
			else cyi_in = 0;
end
always @(*) begin 
			case (OPMODE_m[1:0])
				0: outX = 0;
				1: outX = out_muxM;
				2: outX = PCOUT;
				3: outX = inx3; 
			endcase
end
always @(*) begin 
			case (OPMODE_m[3:2])
				0: outZ = 0;
				1: outZ = PCIN;
				2: outZ = PCOUT; 
				3: outZ = out_muxC; 
			endcase                 	
end
always @(*) begin
			if(OPMODE_m[7])
		 			 in_p = outZ-(outX+out_muxCYI);
		 		else in_p = outZ+(outX+out_muxCYI);
end	
always @(*) inx3= {D[11:0],A[17:0],B[17:0]}; 
always @(*) CARRYOUT = out_muxCYO;
always @(*) CARRYOUTF = out_muxCYO;
always @(*) PCOUT = P;
endmodule
module reg_to_mux#(parameter sel_reg = 1,parameter size = 18,parameter RSTTYPE = "SYNC")(
	input [size-1:0]in,
	input clk_en,clk,rst,
	output reg [size-1:0]out_reg,
	output reg [size-1:0]out_mux
);
generate 
	if (RSTTYPE=="SYNC")begin
		always @(posedge clk ) begin
			if(rst) begin
				out_reg <= 0;
			end else if(clk_en) begin
				out_reg <=in ;
			end
		end
	end
	else if (RSTTYPE=="ASYNC") begin
		always @(posedge clk or posedge  rst) begin
			if(rst) begin
				out_reg <= 0;
			end else if(clk_en) begin
				out_reg <=in ;
			end
		end
	end
endgenerate
always @(*) out_mux=(sel_reg)?out_reg:in;
endmodule
```

## config.mk

```make
export PLATFORM = sky130hd
export DESIGN_NAME = project_DSP
export DESIGN_NICKNAME = project_DSP
export VERILOG_FILES = /design/flow/design.v
export SDC_FILE = /design/flow/constraint.sdc
export NUM_CORES = 4
export LEC_CHECK = 1
export CORE_UTILIZATION = 30
```

## constraint.sdc

```tcl
current_design project_DSP

set clk_period 14.4
set clk_io_pct 0.2

create_clock -name clk0 -period $clk_period [get_ports {clk}]

set non_clock_inputs [all_inputs -no_clocks]
set_input_delay [expr $clk_period * $clk_io_pct] -clock clk0 $non_clock_inputs
set_output_delay [expr $clk_period * $clk_io_pct] -clock clk0 [all_outputs]
```

## run.sh

```bash
#!/bin/bash
# OpenROAD 26Q1-2900-gdf79404cd8, Yosys 0.63+post, stock flow scripts
make -C /OpenROAD-flow-scripts/flow DESIGN_CONFIG=/design/flow/config.mk WORK_HOME=/design/flow/orfs finish
```

==> flow_summary.ini <==
; synthesis and place-and-route metrics
[floorplan]
dieArea_um2 = 79500
pin_count = 346
die_x_um = 282
coreArea_um2 = 77500
rows = 102
floorplan.core_util = 0.304
die_y_um = 282

[power]
leakagePower_nw = 12.0
clkPwrFrac = 0.228
p_int_w = 0.00138
vdd_ir_drop_max_v = 0.0000788
comb_power_share = 0.515
swShare = 0.419
power_density_nw_per_um2 = 86.4
power_frac_seq = 0.258
p_sw_w = 0.000996

[detailed_routing]
routed_wl_mm = 76.9
drtIter0Drc = 1102
wl_met1_mm = 32.0
drt_pass1_iterations = 5
avgViaCountPerCell = 4.98
drc_errors = 0
diodes = 0
wl_per_cell_um = 19.3
met3_length_mm = 7.41
dr_wl_met2_mm = 35.9
maxUsedRoutingLayer = met5
vias = 19800
ant_nets = 0

[timing]
holdWs_ns = 0.486
finalWorstSetupSlack_ns = 4.71
finClkSkew_ns = 0.0188
rsz0062_at_grt = false
fmax_mhz = 103
fin_crit_ns = 9.69
hold_viol_final = 0
period_used_share = 0.673
final.setup.tns_ns = 0
timing.slew.headroom = 0.430
setup_viol = 0
worstMarginPinSlew_ns = 0.832
slew_viol_final = 0

[setup_path]
critical_path_arrival_ns = 10.07
critPathSlowestCell = clkdlybuf4s50_1
r2r-start = B1_REG.out_reg[8]
worstPathMaxFanout = 11
cp.required_ns = 14.78
cp-start-kind = input pin
critical_path_class = in -> reg
slowest_delay_ns = 0.58
r2r_slack_ns = 6.35
reg2reg_to = M_REG.out_reg[34]
cp-end-kind = register
reg2reg_depth = 27

[synth]
synth_flops = 166
yosys_area_um2 = 23500
ff_type = dfxtp_1
yosys_warnings = 6
synthArstFlopShare = 0
yosys.cell_types.count = 87
synth_seq_share = 0.141
syn_area_per_cell_um2 = 8.39
synth_area_um2 = 23500
edf_count = 0
postSynthCellCount = 2804
yosys_cells = 2804

[flow_run]
drv_cap = 0
warnings = 104

[worst_hold_path]
worstHoldStart = B1_REG.out_reg[14]
min_to = B1_REG.out_reg[14]
hold_depth = 2
min_path_type = reg -> reg

[layout]
fill_cells = 7945
layout_top_cell = inv_1
area_growth_pct = 16.8
flop_area_um2 = 3330
layout_top_cells = inv_1, clkdlybuf4s50_1, nand2_1
logic_area_um2 = 17900
largest_reg_flops = 48
design_area_um2 = 27500
drive_gt1_frac = 0.0628

[clock_network]
h-tree-depth = 4
clockRootBuffer = clkbuf_16
cts_sinks = 166
cts_buffers = 17
post_cts_buffers = 0
cts_tree = built
hold_buffers = 0
clkTransAtPathRegs_ns = 0.07
clock_path_buffers = 2
worstSkewPairLatency_ns = 0.50
cts-resized-gates = 0

[global_routing]
grt_use_total = 0.203
first_global_vias = 19500
grt.overflow.total = 0
antenna_found_initial = 8
grt_start_max_net_pins = 59
grt_pass1_wl_mm = 118

[run_status]
outcome = completed

[place]
pre_cts_ws_ns = 4.22
numPortBuffers = 266
dpl.hpwl_mm = 61.3
gp_congestion = 0.943
dpl-instance-area_um2 = 26800
[metrics by stage]
| step | total power, W | util | cells |
|---|---|---|---|
| finish | 0.00238 | 0.355 | 3984 |
| global route | 0.00256 | 0.355 | 3984 |
| CTS | 0.00240 | 0.355 | 3984 |
| detailed placement | 0.00184 | 0.346 | 3953 |
| global placement | 0.00184 | 0.346 | 3953 |
| floorplan | 0.00141 | - | 2804 |
[kinds of logic (layout without fill, tap and decap cells)]
family,count (synthesis),after routing,synth area share
compound gates,383,383,0.115
xor+xnor,170,170,0.0639
fa+ha+maj,407,407,0.299
buf+inv,553,693,0.0992
flops,166,166,0.141
mux,190,190,0.0843
simple gates,935,935,0.198
[worst max path at each step]
stage / endpoint / cells past startpoint / from / slack (ns)
6_report: P_REG.out_reg[36] / 25 / B[0] / 4.71
4_1_cts: P_REG.out_reg[36] / 25 / B[0] / 4.78
5_1_grt: P_REG.out_reg[36] / 25 / B[0] / 4.33
[final cells by class]
class / instances / share of cell area
multi-input cells: 2085 / 0.650
flip-flops and latches: 166 / 0.121
repair buffers: 322 / 0.111
well taps: 1040 / 0.0474
inverters: 340 / 0.0464
clock buffers: 18 / 0.0160
clock inverters: 13 / 0.00760
[layer usage]
metal	vias up	track usage
li1	9528	-
met1	9563	0.270
met2	639	0.323
met3	94	0.0763
met4	14	0.0325
met5	-	0
[cells in the mapped netlist (9+ instances only)]
cell      count  area share
o21bai_1      9      0.0029
buf_2        14      0.0030
a22oi_1      24      0.0077
nor2b_1      16      0.0043
ha_1        149       0.079
nand4_1      20      0.0053
mux2_2       50       0.024
a31oi_1      31      0.0082
buf_4        54       0.017
buf_1        17      0.0027
fa_1        258        0.22
nor4_1       27      0.0072
xnor2_1     121       0.045
a41oi_1      15      0.0056
a211oi_1     46       0.015
o21ai_0      43      0.0092
mux2i_1     131       0.056
dfxtp_1     166        0.14
a21o_1       20      0.0064
a21oi_1      78       0.017
nor2_1      259       0.041
inv_1       340       0.054
nor3_1       44      0.0094
and4_1       16      0.0060
a22o_1       37       0.014
nand3_1      39      0.0083
nand2b_1     21      0.0056
xor2_1       48       0.018
o211ai_1      9      0.0029
and2_1      150       0.040
or3_1        18      0.0048
and3_1       15      0.0040
clkbuf_1    123       0.020
nand2_1     260       0.042
[power by group through the flow]
stage	clock (W)	combinational (W)	sequential [W]
CTS	0.000557	0.00123	0.000613
global route	0.000573	0.00137	0.000622
finish	0.000540	0.00122	0.000612
[critical path, delay by kind of cell]
| family | cells | cell delay, ns |
|---|---|---|
| buffers and inverters | 1 | 0.58 |
| XOR/XNOR | 1 | 0.19 |
| adder cells (fa/ha/maj) | 3 | 0.81 |
| AND-OR/OR-AND | 10 | 2.23 |
| multiplexers | 1 | 0.34 |
| AND/OR/NAND/NOR | 9 | 3.03 |
No activity file was given, so power comes from the tool's default toggle rates.
